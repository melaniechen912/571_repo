$ cat flow/config.mk
export PLATFORM = sky130hd
export DESIGN_NAME = cla
export DESIGN_NICKNAME = cla
export VERILOG_FILES = /design/flow/design.v
export SDC_FILE = /design/flow/constraint.sdc
export NUM_CORES = 4
export LEC_CHECK = 1
export CORE_AREA = 10 10 91 91
export DIE_AREA = 0 0 101 101
$ cat flow/run.sh
#!/bin/bash
# OpenROAD 26Q1-2900-gdf79404cd8, Yosys 0.63+post, stock flow scripts
make -C /OpenROAD-flow-scripts/flow DESIGN_CONFIG=/design/flow/config.mk WORK_HOME=/design/flow/orfs finish
$ cat flow/design.v
`timescale 1ns / 1ps
module gp1(input wire a, b,
           output wire g, p);
   assign g = a & b;
   assign p = a | b;
endmodule
module gp4(input wire [3:0] gin, pin,
           input wire cin,
           output wire gout, pout,
           output wire [2:0] cout);
   assign cout[0] = gin[0] | (pin[0] & cin);
   assign cout[1] = gin[1] | ((pin[1] & gin[0]) | (pin[1] & pin[0] & cin));
   assign cout[2] = gin[2] | ((pin[2] & gin[1]) | (pin[2] & pin[1] & pin[0] & cin) | (pin[2] & pin[1] & gin[0]));
   assign pout = (& pin);
   assign gout = gin[3] | (pin[3] & gin[2]) | ((& pin[3:2]) & gin[1]) | ((& pin[3:1]) & gin[0]);
endmodule
module gp8(input wire [7:0] gin, pin,
           input wire cin,
           output wire gout, pout,
           output wire [6:0] cout);
   assign cout[0] = gin[0] | (pin[0] & cin);
   assign cout[1] = gin[1] | ((pin[1] & gin[0]) | (pin[1] & pin[0] & cin));
   assign cout[2] = gin[2] | ((pin[2] & gin[1]) | (pin[2] & pin[1] & pin[0] & cin) | (pin[2] & pin[1] & gin[0]));
   assign cout[3] = ((gin[2] | ((pin[2] & gin[1]) | (pin[2] & pin[1] & pin[0] & cin) | (pin[2] & pin[1] & gin[0]))) & pin[3]) | gin[3]; 
   assign cout[4] = gin[4] | ((((gin[2] | ((pin[2] & gin[1]) | (pin[2] & pin[1] & pin[0] & cin) | (pin[2] & pin[1] & gin[0]))) & pin[3]) | gin[3]) & pin[4]);
   assign cout[5] = gin[5] | ((gin[4] | ((((gin[2] | ((pin[2] & gin[1]) | (pin[2] & pin[1] & pin[0] & cin) | (pin[2] & pin[1] & gin[0]))) & pin[3]) | gin[3]) & pin[4])) & pin[5]);
   assign cout[6] = gin[6] | ((gin[5] | ((gin[4] | ((((gin[2] | ((pin[2] & gin[1]) | (pin[2] & pin[1] & pin[0] & cin) | (pin[2] & pin[1] & gin[0]))) & pin[3]) | gin[3]) & pin[4])) & pin[5])) & pin[6]); 
   assign pout = (& pin);
   assign gout = gin[7] | (pin[7] & gin[6]) | ((& pin[7:6]) & gin[5]) | ((& pin[7:5]) & gin[4]) | ((& pin[7:4]) & gin[3]) | ((& pin[7:3]) & gin[2]) | ((& pin[7:2]) & gin[1]) | ((& pin[7:1]) & gin[0]);
endmodule
module cla
  (input wire [31:0]  a, b,
   input wire         cin,
   output wire [31:0] sum);
   genvar i;
   wire [31:0] gin_4, pin_4;
   wire [7:0] gout_4, pout_4;
   wire gout_8, pout_8;
   for (i = 0; i < 32; i++) begin
      gp1 gp1_instance(.a(a[i]), .b(b[i]), .g(gin_4[i]), .p(pin_4[i]));
   end
   wire [31:0] cout;
   assign cout[0] = cin;
   for (i = 0; i < 8; i++) begin
      gp4 gp4_instance(.gin(gin_4[4*i+3 : 4*i]), .pin(pin_4[4*i+3: 4*i]), .cin(cout[i*4]), .gout(gout_4[i]), .pout(pout_4[i]), .cout(cout[i*4+3:i*4+1]));
   end
   gp8 gp8_instance(.gin(gout_4), .pin(pout_4), .cin(cin), .gout(gout_8), .pout(pout_8), .cout({cout[28], cout[24], cout[20], cout[16], cout[12], cout[8], cout[4]}));
   assign sum = a ^ b ^ cout;
endmodule
$ cat flow/constraint.sdc
current_design cla

set clk_period 10.4
set clk_io_pct 0.2

create_clock -name clk0 -period $clk_period

set non_clock_inputs [all_inputs -no_clocks]
set_input_delay [expr $clk_period * $clk_io_pct] -clock clk0 $non_clock_inputs
set_output_delay [expr $clk_period * $clk_io_pct] -clock clk0 [all_outputs]
==> results.py <==
# Physical implementation metrics
metrics = {
    "outcome": {
        "status": "complete, no violations",
    },
    "routing": {
        "wl_met3_um": 471,
        "wire_per_inst_um": 11.9,
        "drc": 0,
        "drt-met1-wl_um": 2620,
        "route.met2.wl_um": 2360,
        "antenna_left": 0,
        "dr.pass1.iters": 4,
        "via_per_inst": 4.35,
        "antennaDiodeCount": 0,
        "postRouteWirelength_um": 5450,
        "vias": 1994,
        "drt_first_iter_violations": 24,
        "top_layer": "met3",
    },
    "critical_path": {
        "critPathSlowestCell": "clkdlybuf4s50_1",
        "critPathLaunchType": "primary input",
        "cp_common_cell": "clkdlybuf4s50_1",
        "cp_top_family": "buffers and inverters",
        "cp_max_fo": 5,
        "critPathBufInv": 3,
        "cp_cell_sequence": "clkdlybuf4s50_1 -> inv_1 -> ha_1 -> nor4_1 -> nor2_1 -> a21oi_4 -> nand3b_4 -> nand2_1 -> a21boi_0 -> o21a_1 -> fa_1 -> xnor2_1 -> clkdlybuf4s50_1",
        "cp_slowest_stage_delay_ps": 530,
        "worst_setup_path_end_kind": "output pin",
        "crit_type": "primary input to output pin",
        "worstPathArrival_ps": 5260,
        "critPathRequiredTime_ps": 8320,
    },
    "final_timing": {
        "tightest_slew_ps": 466,
        "slew_viol_final": 0,
        "period_needed_ps": 7340,
        "max_slew_margin": 0.687,
        "rsz0062_at_grt": "no",
        "period_used_share": 0.705,
        "fmax_mhz": 136,
        "hold_viol": 0,
        "fin_setup_tns_ps": 0,
        "setup_viol": 0,
    },
    "logic_synthesis": {
        "largest_area_cell": "ha_1",
        "syn_inst": 284,
        "yosys_area_mm2": 0.00219,
        "yosysUniqueCellTypes": 41,
        "synth_seq_share": 0,
        "area_leaders": "ha_1 (35%), inv_1 (15%), fa_1 (7.3%)",
        "syn_area_per_cell_um2": 7.71,
        "synth.top_cell.area_share": 0.354,
        "ys_cells": 284,
        "syn_area_mm2": 0.00219,
        "ys_warn_count": 0,
    },
    "worst_hold_path": {
        "worstHoldStart": "b[22]",
        "holdPathEnd": "sum[22]",
        "hold_class": "primary input to output pin",
        "holdPathStages": 5,
    },
    "floorplanning": {
        "die_x_um": 101,
        "initCoreUtil": 0.345,
        "rows": 29,
        "top_level_ports": 97,
        "dieHeight_um": 101,
        "die-area_mm2": 0.0102,
        "fp.coreArea_mm2": 0.00635,
    },
    "layout": {
        "logic_area_mm2": 0.00185,
        "layout.cells.most_common": "clkdlybuf4s50_1",
        "lay_top_cells": "clkdlybuf4s50_1 (97), inv_1 (89), ha_1 (62)",
        "seq_cell_count": 0,
        "syn2layout_area_growth_pct": 48.8,
        "clock_buffers": 0,
        "layout-drive-gt1-share": 0.0341,
        "final_area_mm2": 0.00326,
        "fill_cells": 605,
        "regArea_um2": 0,
    },
    "pwr": {
        "p_leak_nw": 1.65,
        "power_density_mw_per_mm2": 52.2,
        "p_comb_frac": 1.000,
        "clockPowerShare": 0,
        "peakVddDrop_v": 0.0000243,
        "p_sw_frac": 0.371,
        "power_switching_w": 0.0000631,
        "seqPwrFrac": 0,
        "intPower_w": 0.000107,
    },
    "global_route": {
        "grt_pass1_vias": 2003,
        "grt_max_degree": 6,
        "grt_pass1_wl_um": 9000,
        "antenna_found_initial": 0,
        "grt_usage": 0.102,
        "gr-total-overflow": 0,
    },
    "placed_design": {
        "placed_cell_area_mm2": 0.00326,
        "post-dp-hpwl_um": 5150,
        "gp_congestion": 0.835,
        "portBuffers": 97,
    },
    "clocking": {
        "cts_setup_buffers": 0,
        "cts-resized-gates": 0,
        "holdBufCountCts": 0,
    },
    "job": {
        "cap_violations": 0,
        "warnings": 71,
    },
}
==> routing by layer <==
layer | vias to the layer above | GRT usage
met5 | - | 0
met4 | 0 | 0
met3 | 0 | 0.0291
met2 | 47 | 0.162
met1 | 845 | 0.144
li1 | 1102 | -
==> final cells by class <==
type / count / area share
repair buffers: 97 / 0.298
well taps: 77 / 0.0296
multi-input cells: 195 / 0.570
inverters: 89 / 0.103
==> kinds of logic (layout without fill, tap and decap cells) <==
logic type | Yosys count | count (layout) | share of synthesized area
buf+inv | 89 | 186 | 0.153
compound gates | 54 | 54 | 0.197
fa+ha+maj | 70 | 70 | 0.428
simple gates | 50 | 50 | 0.139
xor+xnor | 21 | 21 | 0.0840
==> synth_stat cells <==
master     number
a2111oi_2       1
a2111oi_4       1
a211oi_1        4
a211oi_2        1
a211oi_4        1
a21boi_0        1
a21oi_1        14
a21oi_4         1
a221o_1         1
a221oi_1        2
a221oi_2        2
a31oi_1         1
and3_1          3
fa_1            8
ha_1           62
inv_1          89
nand2_1         5
nand2b_1        4
nand3b_1        1
nand3b_4        1
nand4b_2        1
nor2_1         12
nor2b_1         5
nor3_1          3
nor3b_2         1
nor4_1          5
nor4_2          1
o211a_1         1
o211ai_1        3
o21a_1          1
o21ai_0         7
o21ai_1         1
o21bai_1        8
o31ai_1         2
o31ai_2         1
or2_1           2
or2_2           1
or2b_1          1
or3_1           4
xnor2_1        14
xor2_1          7
==> how the worst max path moves through the flow <==
stage,from,end,depth (start not counted)
global route,a[4],sum[25],13
CTS,a[4],sum[25],13
finish,a[4],sum[25],13
==> through the flow <==
step	worst slack, ps	hold slack, ps	utilization	std cells	total power (W)
2_1_floorplan	4280	4270	-	284	0.0000739
3_3_place_gp	3090	5230	0.513	458	0.000173
3_5_place_dp	3030	5240	0.513	458	0.000173
4_1_cts	3030	5250	0.513	458	0.000175
5_1_grt	2770	5290	0.513	458	0.000192
6_report	3060	5230	0.513	458	0.000170
==> power groups by stage <==
| stage | Sequential, W | Clock [W] | Combinational (W) |
|---|---|---|---|
| after CTS | 0 | 0 | 0.000175 |
| final | 0 | 0 | 0.000170 |
| after global routing | 0 | 0 | 0.000192 |
Power figures rest on the tool's default switching activity, not on a simulated workload.

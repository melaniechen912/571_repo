===== flow/run.sh =====
#!/bin/bash
# OpenROAD 26Q1-2900-gdf79404cd8, Yosys 0.63+post, stock flow scripts
make -C /OpenROAD-flow-scripts/flow DESIGN_CONFIG=/design/flow/config.mk WORK_HOME=/design/flow/orfs finish

===== flow/config.mk =====
export PLATFORM = sky130hd
export DESIGN_NAME = divider_unsigned
export DESIGN_NICKNAME = divider_unsigned
export VERILOG_FILES = /design/flow/design.v
export SDC_FILE = /design/flow/constraint.sdc
export NUM_CORES = 4
export LEC_CHECK = 1
export CORE_UTILIZATION = 50

===== flow/constraint.sdc =====
current_design divider_unsigned

set clk_period 221.7
set clk_io_pct 0.2

create_clock -name clk0 -period $clk_period

set non_clock_inputs [all_inputs -no_clocks]
set_input_delay [expr $clk_period * $clk_io_pct] -clock clk0 $non_clock_inputs
set_output_delay [expr $clk_period * $clk_io_pct] -clock clk0 [all_outputs]

===== flow/design.v =====
`timescale 1ns / 1ns
module divider_unsigned (
    input  wire [31:0] i_dividend,
    input  wire [31:0] i_divisor,
    output wire [31:0] o_remainder,
    output wire [31:0] o_quotient
);
    wire [31:0] w_quotient [33];
    wire [31:0] w_remainder [33];
    wire [31:0] w_dividend [33];
    assign w_quotient[0] = 32'h0;
    assign w_remainder[0] = 32'h0;
    assign w_dividend[0] = i_dividend;
    genvar i;
    for (i = 0; i < 32; i++) begin
        divu_1iter d(.i_dividend(w_dividend[i]), .i_divisor(i_divisor), .i_remainder(w_remainder[i]), .i_quotient(w_quotient[i]), 
            .o_dividend(w_dividend[i+1]), .o_remainder(w_remainder[i+1]), .o_quotient(w_quotient[i+1]));
    end
    assign o_remainder = w_remainder[32];
    assign o_quotient = w_quotient[32];
endmodule
module divu_1iter (
    input  wire [31:0] i_dividend,
    input  wire [31:0] i_divisor,
    input  wire [31:0] i_remainder,
    input  wire [31:0] i_quotient,
    output wire [31:0] o_dividend,
    output wire [31:0] o_remainder,
    output wire [31:0] o_quotient
);
    logic [31:0] w_quotient, w_remainder, w_dividend;
    always_comb begin
        w_quotient = i_quotient;
        w_dividend = i_dividend;
        w_remainder = (i_remainder << 1) | ((i_dividend >> 31) & 32'h1);
        if (w_remainder < i_divisor) begin
            w_quotient = i_quotient << 1;
        end else begin
            w_quotient = ((i_quotient << 1) | 32'h1);
            w_remainder = w_remainder - i_divisor;
        end
        w_dividend = i_dividend << 1;
    end
    assign o_dividend = w_dividend;
    assign o_remainder = w_remainder;
    assign o_quotient = w_quotient;
endmodule

==> run notes <==
flow finished, numbers: vias in the first global route=approximately 66000, Syn. warnings=2, maximum vdd ir drop=between 10000 and 15000 uV, M3 GR Usage=slightly below 9%, met2 Use GR=about 64%, P&R area growth vs syn=6.05%, most numerous logic cell after layout=nand2_1, DRC=0, Top Layout Cells=nand2_1 (1042), ha_1 (994), nor2_1 (883), a21oi_1 (832), o21ai_0 (662), Critical Path RT=between 150000 and 200000 ps, Critical Path End Type=primary output, startpoint type of the worst setup path=input port, status=complete, no violations, flip-flops=0, total die size=about 0.13 mm2, clock buffers=0, Post-CTS Setup Bufs=0, pwr dens=between 10000 and 15000 mW/mm2, Worst Hold Class=input port to primary output, Post-synth seq share=0%, number of endpoints failing setup at the final stage=0, busiest grt layer=met2, Top cells by area=ha_1 (20%), a21oi_1 (6.7%), xnor2_1 (6.4%), Max-area cell share=20.1%, Net Sw Power=approximately 450000 uW, measured slew at the worst slew-check pin=around 1400 ps, Netlist Area Pre-Place=slightly above 0.06 mm2, distinct lib cells=around 120, post-layout period usage=between 90% and 100%, first-pass GRT wire length=a little over 400 mm, max cap viols=0, Antenna Violating Nets Remaining=0, Hold Fails Final Rpt=0, WL/cell=around 25 um, DP HPWL=approximately 220 mm, Max-slew headroom=under 10%, met1 Use GR=between 50 and 60%, WP buf/inv=between 70 and 80, Worst EP arrival=155380 ps, Max Slew Vio Count=0, Total Routing Usage GR=between 40% and 50%, initial drt markers=7185, ys cells=roughly 9300, Final Critical Period=199720 ps, Die Wd=354 um, DRT Wirelength=roughly 280 mm, Pre-Place Util=about half, Post-Syn Area per Cell=about 6.7 um2, Syn Inst Count=9251, Slowest cell on crit path=o41ai_1, total grt overflow=0, Int Pwr=between 300000 and 400000 uW, leakage=between 0.03 and 0.04 uW, placer congestion estimate=approximately 1.1, crit-path most repeated cell=buf_4, Synth area leader=ha_1, f_max=~5 MHz, CP max stage delay=960 ps, Critical path origin=i_dividend[31], Yosys chip area=about 0.062 mm2, post-layout util=between 50% and 60%, Log Warnings=32, num rows=roughly 130, TritonRoute pass-1 iters=8, routed vias/inst=~6.7, Core Region=around 0.12 mm2, unrepaired setup endpoints after global routing=false, Resize count post-CTS=0, sequential cell area=0 um2, initial antenna violation count=8, pin count of the biggest net entering global routing=58, Hold-fix buffers, CTS=0, Crit Path Category=input port to primary output, crit-path leading delay family=AND-OR/OR-AND gates, sw frac=~59%, via count=73300, hold path start=i_dividend[0], CP max FO=~57, Die Ht=354 um, Ports=~130, share of cells above drive strength 1=under 10%, Port Buffers=about 130, setup TNS=0 ps
## power by group through the flow
stage	Sequential, uW	Clock, uW	Combinational (uW)
4_1_cts	0	0	773000
5_1_grt	0	0	792000
## final timing paths
path,cells after the start,end
setup / recovery,374,o_remainder[18]
hold / removal,4,o_remainder[0]
## layout make-up
type,count,area (um2)
Antenna cell,5,12.5
Fill cell,12000,56600
Inverter,446,1670
Multi-Input combinational cell,8570,59300
Tap cell,1625,2030
Timing Repair Buffer,297,2550
## synthesized netlist by cell type (all sizes together) (93+ instances only)
library cell  number
a21o             381
nor2b            123
mux2              93
inv              440
nand2           1044
nor2             895
o21ai            693
clkbuf           162
a211oi           100
o211ai           123
a31oi            163
nand3            204
o31ai            104
o21a             279
ha               994
xnor2            451
nor3             245
xor2             239
or3               96
a21oi            842
nand2b           151
## logic make-up (layout without fill, tap and decap cells)
family                     count (synthesis)  count (layout)  share of synthesized area (%)
AOI/OAI and AO/OA                       3470            3470                           37.7
and+or+nand+nor                         3194            3194                           24.1
adders and majority gates               1025            1025                           21.1
buffers and inverters                    695             743                           4.32
xor gates and xnor gates                 690             690                           9.77
muxes                                    176             176                           3.04
other                                      1              20                        0.00606
## layer usage
metal  vias to the layer above  wire, um  share of wire [%]
met4                         6     18500                6.7
met3                       843     28900                 10
met5                         -        90              0.033
met1                     33800    114000                 41
li1                      34700         -                  -
met2                      3886    115000                 42
## per-stage QoR
stage	setup WS (ps)	cells	area, um2	total power [uW]	hold WS, ps
floorplan	45510	9265	61900	908000	88760
global placement	25450	10900	65600	768000	89670
detailed placement	25350	10900	65600	772000	89670
CTS	25040	10900	65600	773000	89680
global route	16790	10900	65600	792000	89710
finish	21980	10900	65600	755000	89690
Power is estimated from default activity; no workload was simulated.
